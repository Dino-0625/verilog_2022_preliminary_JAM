--- design.v ---
module JAM (
input CLK,
input RST,
output reg [2:0] W,
output reg [2:0] J,
input [6:0] Cost,
output reg [3:0] MatchCount,
output reg [9:0] MinCost,
output reg Valid );
parameter GETDATA = 3'b000;
parameter CALCULATE = 3'b001;
parameter NEXTORDER = 3'b010;
parameter NEXTORDER2 = 3'b011;
parameter NEXTORDER3 = 3'b100;
reg finish_getdata, finish_nextorder, start_getdata;
reg [2:0] state, nextState, step;
reg [2:0] order_pointer, exchange_position, start_pointer;
reg [9:0] adder1, adder2;
reg [2:0] order [0:7];
reg [6:0] tab [0:7];
wire order_less_than_post;
wire [2:0] aim_number;
wire [9:0] total_cost;
assign aim_number = order[start_pointer - 1];
assign order_less_than_post = order[order_pointer] < order[order_pointer + 1];
assign total_cost = adder1 + adder2;
always@(negedge CLK)begin
	finish_getdata <= 0;
	if(RST)begin
		W <= 0;
		J <= 0;
	end
	else if(state == GETDATA)begin
		if(W == 7 && J == 7)begin
			W <= 0;
			J <= 0;
			finish_getdata <= 1;
		end
		else begin
			J <= J + 1;
			W <= W + 1;
		end
		tab[J] <= Cost;
	end
	else if(state == NEXTORDER2 && order_pointer == 0)begin
		W <= start_pointer - 1;
		J <= order[exchange_position];
	end
	else if(start_getdata == 1)begin
		tab[W] <= Cost;
		W <= W + 1;
		J <= order[W + 1];
	end
	else begin
		W <= W;
		J <= J;
	end
end
always@(posedge CLK)begin
	if(RST)
		state <= 0;
	else
		state <= nextState;
end
always@(state, finish_getdata, finish_nextorder, order_pointer, start_pointer, step)begin
	case(state)
		GETDATA:
			if(finish_getdata)
				nextState = CALCULATE;
			else
				nextState = GETDATA;
		CALCULATE:
			if(step >= 6)
				nextState = NEXTORDER;
			else
				nextState = CALCULATE;
		NEXTORDER:
			if(finish_nextorder)
				nextState = NEXTORDER2;
			else
				nextState = NEXTORDER;
		NEXTORDER2:
			if(order_pointer == 0)
				nextState = NEXTORDER3;
			else
				nextState = NEXTORDER2;
		NEXTORDER3:
			if(start_pointer == 0)
				nextState = CALCULATE;
			else
				nextState = NEXTORDER3;
		default:
			nextState = 0;
	endcase
end
always@(posedge CLK)begin
	if(RST)begin
		step <= 0;
	end
	else if(state == CALCULATE ||((step < (start_pointer - 2)) &&((state == NEXTORDER2) || (state == NEXTORDER3))))begin
		case(step)
			0:begin
				adder1 <= tab[0];
				adder2 <= tab[1];
			end
			1:begin
				adder1 <= total_cost;
				adder2 <= tab[2];
			end
			2:begin
				adder1 <= total_cost;
				adder2 <= tab[3];
			end
			3:begin
				adder1 <= total_cost;
				adder2 <= tab[4];
			end
			4:begin
				adder1 <= total_cost;
				adder2 <= tab[5];
			end
			5:begin
				adder1 <= total_cost;
				adder2 <= tab[6];
			end
			6:begin
				adder1 <= total_cost;
				adder2 <= tab[7];
			end
		endcase
		if(step == 7)begin
			step <= step;
		end
		else begin
			step <= step + 1;
		end
	end
	else if(finish_nextorder)
		step <= 0;
	else
		step <= step;
end
integer i;
always@(posedge CLK)begin
	start_getdata <= 0;
	finish_nextorder <= 0;
	if(RST)begin
		MinCost <= 1023;
		MatchCount <= 0;
		for(i = 0;i<8;i=i+1)
			order[i] <= i;
		order_pointer <= 6;
		exchange_position <= 7;
		Valid <= 0;
	end
	else
		case(state)
			NEXTORDER:begin
				if(!finish_nextorder)begin
					if(order_less_than_post)begin
						finish_nextorder <= 1;
						order_pointer <= order_pointer + 1;
					end
					else if(order_pointer == 0)
						Valid <= 1;
					else
						order_pointer <= order_pointer - 1;
				end
				else begin
					if(total_cost < MinCost)begin
						MinCost <= total_cost;
						MatchCount <= 1;
					end
					else if (total_cost == MinCost)begin
						MatchCount <= MatchCount + 1;
					end
					start_pointer <= order_pointer;
					exchange_position <= order_pointer;
				end
			end
			NEXTORDER2:begin
				order_pointer <= order_pointer + 1;
				if(order_pointer != 0)begin
					if((order[order_pointer] > aim_number )&&( order[order_pointer] <= order[exchange_position]))
						exchange_position <= order_pointer;
					else
						exchange_position <= exchange_position;
				end
				else begin
					order_pointer <= 6;
					exchange_position <= 7;
					order[start_pointer - 1] <= order[exchange_position];
					order[exchange_position] <= order[(start_pointer - 1)];	
				end
			end
			NEXTORDER3:begin
				start_getdata <= 1;
				start_pointer <= start_pointer + 1;
				exchange_position <= exchange_position - 1;  
				if(start_pointer != 0)begin
					if(start_pointer < exchange_position)begin
						order[start_pointer] <= order[exchange_position];
						order[exchange_position] <= order[start_pointer];
					end
				end
				else begin
					start_pointer <= start_pointer;
					exchange_position <= exchange_position;
				end
			end
		endcase
end
endmodule
--- run.sh ---
#!/bin/bash
# OpenROAD 26Q1-2900-gdf79404cd8, Yosys 0.63+post, stock flow scripts
make -C /OpenROAD-flow-scripts/flow DESIGN_CONFIG=/design/flow/config.mk WORK_HOME=/design/flow/orfs finish
--- config.mk ---
export PLATFORM = sky130hd
export DESIGN_NAME = JAM
export DESIGN_NICKNAME = JAM
export VERILOG_FILES = /design/flow/design.v
export SDC_FILE = /design/flow/constraint.sdc
export NUM_CORES = 4
export LEC_CHECK = 1
export CORE_UTILIZATION = 50
--- constraint.sdc ---
current_design JAM

set clk_period 8.0
set clk_io_pct 0.2

create_clock -name clk0 -period $clk_period [get_ports {CLK}]

set non_clock_inputs [all_inputs -no_clocks]
set_input_delay [expr $clk_period * $clk_io_pct] -clock clk0 $non_clock_inputs
set_output_delay [expr $clk_period * $clk_io_pct] -clock clk0 [all_outputs]
==> notes.md <==
The layout was made with Yosys and OpenROAD.

The flow ran to the end, and the final reports show no timing, DRC or antenna violations. The worst hold slack after final layout is 497 ps. The clock network fraction of design power is 52.0%. Setup repair after global routing left no endpoint under its margin. After detailed routing, the number of remaining DRC violations is 0. The fraction of the core area occupied by cells at floorplan is 51.2%. The initial antenna violation count came to 0. Among cell families on the critical path, the largest total delay comes from flip-flops. The worst setup path is launched from a flip-flop. The standby leakage power is 3.87 nW.

The yosys stat chip area is 0.00845 mm2. The number of optimization iterations in the first detailed-route pass is 5. The number of antenna cells inserted is 0. Setup violations remaining at the end of the flow were counted as 0. In the final report, the number of pins over their slew limit comes to 0.

In this run, synthesis inferred 100 flip-flops with an integrated enable. The share of final-layout standard cells stronger than drive strength 1 is 13.9%. The internal power consumption is 0.00135 W. The actual slew at the worst max-slew pin is 900 ps. The worst-case reg-to-reg setup slack stands at 930 ps. The via count of the first global-routing pass is 6510. Per the detail_route report, the via count comes to 6384.

Power spread over the standard cell area amounts to 192 mW/mm2. The vertical extent of the die is 132 um. The placed wire-length estimate after detailed placement is 15300 um. For this run the top cell type by instance count after synthesis was sky130_fd_sc_hd__edfxtp_1. The clock insertion delay at the later pin of the skew report is 470 ps. The post-cts hold-fix buffer tally is 0.

The average size of a mapped cell is 11.6 um2. The number of top-level pins is 30. VDD sags by at most 145 uV. By count the netlist is led by sky130_fd_sc_hd__edfxtp_1, sky130_fd_sc_hd__nand2_1, sky130_fd_sc_hd__ha_1, sky130_fd_sc_hd__nor2_1, sky130_fd_sc_hd__dfxtp_1. The buffer and inverter count on the worst path is 1. Combinational cells account for 3.8% of the total power. The first global-routing pass estimated 33700 um of wire. The number of warning messages in the yosys log is 1. The overflow left after global routing is 0. The area of the multi-input gates is 0.00420 mm2. The tool warning count for the run is 96.

Yosys attributes the largest share of cell area to sky130_fd_sc_hd__edfxtp_1, sky130_fd_sc_hd__dfxtp_1, sky130_fd_sc_hd__mux4_2, sky130_fd_sc_hd__ha_1, sky130_fd_sc_hd__mux2_2. The headroom to the max-slew limit is 39.8%. No sink is reached through more buffers than the 2 on the longest clock path. The depth of the CTS H-tree is 4. The reg-to-reg critical path startpoint is order_pointer[0]$_SDFFE_PP0P_.

The final layout reports a setup TNS of 0 ps. STA puts the critical path data arrival time at 5680 ps. The number of distinct library cell variants in the gate-level netlist after synthesis is 70. Post-CTS timing repair inserted 0 buffers for setup. The switching power as a share of total power is 28.5%. The report puts the cell count of the worst reg-to-reg path at 8. The synthesized netlist handed to floorplanning was reported with a cell count of 729. The clock tree from TritonCTS is built. For this run, the register share of the synthesized area comes to 46.7%. The timing report shows that the slowest cell on the worst path is sky130_fd_sc_hd__dfxtp_1. The number of sinks on the clock net is 147.

Per the CTS log, the root buffer master is sky130_fd_sc_hd__clkbuf_16. The cell row count is 47. The worst hold path endpoint is Valid$_SDFFE_PP0P_. The average wire length per cell after detail routing is 20.2 um. Before any placement, the netlist area is recorded as 0.00845 mm2. During placement, the flow inserted port buffers numbering 29.

The number of stages on the worst hold path is 2. The most used flip-flop cell is sky130_fd_sc_hd__edfxtp_1. The largest fanout of any net on the critical path is 12. The registers of the reported paths see a clock transition of 80 ps. The number of failing hold endpoints at the final stage is 0. The longest individual stage delay on the worst path is 650 ps. The worst hold path begins at Valid$_SDFFE_PP0P_. Once the clock tree was built, the resizer swapped 0 gates to a different size. The cell total in the yosys stat output is 729.

The total global routing track utilization is 26.9%. The max-capacitance violation count is 0. Looking at the reg2reg group, the worst path ends at tab[2][6]$_DFFE_NP_. The critical path data required time is 6400 ps. Entering global routing, the biggest net connects 30 pins.

Between clock sinks in the finished design, the worst skew comes to 53.0 ps. Counting flops with an async set or reset pin after synthesis yields a share of 0%. The cell accounting for the most synthesized area is sky130_fd_sc_hd__edfxtp_1. The cell sequence reported for the critical path is clkdlybuf4s50_1.

The area fraction of the dominant cell type after synthesis is 35.5%. After detailed routing, the total wire length is 21200 um. According to the floorplan report, the placeable core area is 0.0165 mm2. The chip footprint is 0.0174 mm2. Note that the worst hold path type here is reg -> reg.

The routability-driven placement congestion ratio is 0.950. The synthesized design contains 147 register bits. The final-layout fill cell count is 1276. The TritonCTS buffer count is 17.

The horizontal extent of the die is 132 um. Registers take 0.00394 mm2. The setup path with the least slack is of type reg -> out.

The switching power total is 0.000540 W. For this run, the detailed router reports a per-instance via density of 6.09. The detailed router finished its first iteration with 428 violations. STA classifies the critical path endpoint as an output port.

Per the run report, area growth between synthesis and finish was 16.6%. The count of nets left with antenna violations once routing finished came out at 0. The share of power burned in registers is 44.2%.
[cells in the final DEF (no fill, tap or decap), drive strengths merged, types with 17 or more instances in the layout]
| cell type | count |
|---|---|
| inv | 116 |
| edfxtp | 100 |
| nand2 | 49 |
| nor2 | 48 |
| ha | 48 |
| dfxtp | 47 |
| o21ai | 39 |
| mux4 | 36 |
| a21oi | 35 |
| clkdlybuf4s50 | 29 |
| mux2 | 18 |
| clkbuf | 17 |
| mux2i | 17 |
[metal layers]
layer  GRT usage, %  wire length (um)  vias up  part of all wire (%)
met5              0                 0        -                     0
met4           4.84               286        0                   1.4
met3           14.8              2450       30                    12
met2           35.0              8860      313                    42
met1           42.7              9550     3047                    45
li1               -                 -     2994                     -
[logic make-up (layout without fill, tap and decap cells)]
group,after synthesis,after routing,share of synthesized area [%]
xor+xnor,17,17,1.76
compound gates,185,185,15.8
fa+ha+maj,49,49,7.34
buf+inv,78,177,3.80
simple gates,182,182,10.5
flops,147,147,46.7
mux,71,71,14.2
[worst max-delay path by stage]
stage,startpoint,cells past startpoint,to,slack (ps)
after CTS,W[0]$_SDFFE_NP0P_,1,W[0],720
after global routing,order_pointer[0]$_SDFFE_PP0P_,8,tab[6][6]$_DFFE_NP_,600
final,W[0]$_SDFFE_NP0P_,1,W[0],720
[through the flow]
stage	cell area, um2	power (W)	setup slack [ps]	cells	util, %
after global routing	9850	0.00198	599	1048	59.6
final	9850	0.00189	721	1048	59.6
after detailed placement	8960	0.000971	308	954	54.2
after CTS	9850	0.00192	720	1048	59.6
after floorplan	8450	0.000938	1030	729	-
after global placement	8960	0.000970	381	954	54.2
[state kept, by name (all words and copies together) (netlist names), named ones only]
signal and flops:
MinCost 10, Valid 1, tab 56, finish_nextorder 1, finish_getdata 1, adder2 7, MatchCount 4, start_pointer 3
state 5, adder1 10, start_getdata 1, order 24, order_pointer 3, step 3, W 3, exchange_position 3
J 3
[power groups by stage]
| stage | Sequential, W | Clock, W | Combinational [W] |
|---|---|---|---|
| finish | 0.000838 | 0.000984 | 0.0000723 |
| global route | 0.000838 | 0.00106 | 0.0000797 |
| CTS | 0.000837 | 0.00101 | 0.0000725 |
[area by class of cell]
type / count / share of cell area, %
multi-input combinational: 504 / 42.6
sequential: 147 / 40.0
clock inverter: 78 / 4.81
clock buffer: 17 / 4.32
timing repair buffer: 41 / 3.86
tap: 220 / 2.79
inverter: 41 / 1.56
Power figures rest on the tool's default switching activity, not on a simulated workload.
